==> design/flow/design.v <==
`timescale 1ns / 1ps
module FBCPU #(
    parameter ADDRESS_WIDTH = 6,
    parameter DATA_WIDTH = 10
)(
    input clk, 
    input rst, 
    output reg [DATA_WIDTH-1:0] MDRIn, 
    output reg RAMWr, 
    output reg [ADDRESS_WIDTH-1:0] MAR, 
    input [DATA_WIDTH-1:0] MDROut, 
    output reg [5:0] PC
);
reg [DATA_WIDTH - 1:0] IR, IRNext;
reg [5:0] PCNext;
reg [9:0] ACC, ACCNext;
reg [2:0] durum, durumNext;
always@(posedge clk) begin
    durum       <= #1 durumNext;
    PC          <= #1 PCNext;
    IR          <= #1 IRNext;
    ACC         <= #1 ACCNext;
end
always@(*) begin
    durumNext   = durum;
    PCNext      = PC;
    IRNext      = IR;
    ACCNext     = ACC;
    MAR         = 0;
    RAMWr       = 0;
    MDRIn       = 0;
    if(rst) begin
        durumNext   = 0;
        PCNext      = 0;
        IRNext      = 0;
        ACCNext     = 0;
        MAR         = 0;
        RAMWr       = 0;
        MDRIn       = 0;
    end else begin
        case(durum)
            0: begin
                MAR = PC;
                RAMWr = 0;
                durumNext = durum + 1;
            end       
            1: begin 
                IRNext = MDROut;
                PCNext = PC + 1;
                durumNext = durum + 1;
            end            
            2: begin 
               if(IR[9:6] <6) begin
                  MAR = IR[5:0];
                  durumNext = 3;               
               end else if(IR[9:6] == 6) begin
                  durumNext = 0;
                  PCNext = IR[5:0];           
               end else if(IR[9:6] == 7) begin
                  if(ACC==0) begin
                       PCNext = IR[5:0];
                  end
                      durumNext = 0;       
               end else if(IR[9:6] == 8) begin
                   durumNext = 0;
               end else if(IR[9:6] == 9) begin
                  durumNext = 4;
               end 
            end         
            3: begin
             durumNext=0;
             RAMWr=0;
             MAR=0;
             if(IR[9:6]==0)begin
                ACCNext=MDROut;
             end else if(IR[9:6]==1)begin
                 MAR=IR[5:0];
                 RAMWr=1;
                 MDRIn=ACC;
             end else if(IR[9:6]==2)begin
               ACCNext=ACC+MDROut;
             end else if(IR[9:6]==3)begin
               ACCNext=ACC-MDROut;
             end else if(IR[9:6]==4)begin
               ACCNext=ACC*MDROut;
             end else if(IR[9:6]==5)begin
               ACCNext=ACC/MDROut;
            end
            end
            4: begin
				durumNext=4;
            end
        endcase
    end
end
endmodule
==> design/flow/run.sh <==
#!/bin/bash
# OpenROAD 26Q1-2900-gdf79404cd8, Yosys 0.63+post, stock flow scripts
make -C /OpenROAD-flow-scripts/flow DESIGN_CONFIG=/design/flow/config.mk WORK_HOME=/design/flow/orfs finish
==> design/flow/config.mk <==
export PLATFORM = sky130hd
export DESIGN_NAME = FBCPU
export DESIGN_NICKNAME = FBCPU
export VERILOG_FILES = /design/flow/design.v
export SDC_FILE = /design/flow/constraint.sdc
export NUM_CORES = 4
export LEC_CHECK = 1
export CORE_UTILIZATION = 30
==> design/flow/constraint.sdc <==
current_design FBCPU

set clk_period 21.1
set clk_io_pct 0.2

create_clock -name clk0 -period $clk_period [get_ports {clk}]

set non_clock_inputs [all_inputs -no_clocks]
set_input_delay [expr $clk_period * $clk_io_pct] -clock clk0 $non_clock_inputs
set_output_delay [expr $clk_period * $clk_io_pct] -clock clk0 [all_outputs]
==> changes_impl.md <==
## Implementation

* Status: finished clean
* #FFs+latches synth at 29
* Setup bufs post-CTS at 0
* Final WL at roughly 21000 um
* Initial DRC count at 590
* Final hold violation count at 0
* CTS sink count at 29
* IO Pins at 35
* # Cells Yosys at 878
* DR WL met3 at 1392 um
* Power density cells at about 75 mW/mm^2
* CP Max Fanout at 11
* Clk pwr share at 0.168
* Max Cap Viol at 0
* Sequential share of the synthesized area at 0.08869
* MUX share of area at 0.03880
* Post-Syn Area per Cell at roughly 7.5 sq um
* XOR Share, Synth at 0.06365
* Slew HR at 0.3861
* Switching power at roughly 0.00027 W
* Design Area, Final at between 0.007 and 0.008 sq mm
* Buffers on Ports at 34
* Cell area after placement at 0.007223 sq mm
* Vias at about 6400
* CP required at between 20 and 25 ns
* Top comb family, area: adder cells
* CP peak stage delay at 0.70 ns
* R2r endpoint: ACC[0]
* Slew Limit Fails at 0
* Highest metal layer with signal wires: met4
* Flop2flop setup slack at a little over 6 ns
* Clk slew on worst S/H paths at 0.05 ns
* Log Warnings at 41
* Yosys chip area at approximately 0.0065 sq mm
* GRT overflow at 0
* First-pass GRT wire length at around 33000 um
* Initial DRT Pass Iterations at 6
* And+or+nand+nor area frac at 0.2187
* Reg2reg start: ACC[9]
* Vias in the first global route at 5993
* DRC Markers at 0
* Root buf cell: clkbuf_16
* Reg2Reg Depth at ~63
* Yosys warning total at 1
* End point of the critical path: ACC[0]
* Hold_buf cts at 0
* Metal-1 WL at 9314 um
* Die area at 0.02242 sq mm
* Unique cell types at 73
* ANT cells at 0
* Pre-Place Util at 0.3085
* Sw Share at 0.4819
* Syn Inst Count at 878
* Yosys aoi share at 0.2452
* Yosys adder share at 0.2760
* Post-synth top flop: dfxtp_1
* CP Launch Point: MDROut[5]
* Crit. End Element: flip-flop
* Final TNS setup at 0 ns
* Clock Latency Late Sink at ~0.27 ns
* Routed WL per cell at 17.69 um
* Total GRT Usage at 0.1909
* Lkg Pwr at between 3 and 4 nW
* Final ANT Viol Nets at 0
* Combinational power share at 0.670
* Worst path arrival time at around 20 ns
* Seq pwr share at 0.162
* Row cnt at 53
* Ys async rst share at 0
* Skew final at 0.003715 ns
* Die W at 149.7 um
* Kind of critical path: primary input to flip-flop
* Most frequent cells in the layout: ha_1, nand2_1, nor2_1
* Hold Crit Class: flip-flop to flip-flop
* RSZ-0062 raised after global routing: false
* Ratio of cells with drive above 1 in the final layout at 0.07143
* Metal2 WL at 9461 um
* Layout area overhead at 13.42%
* Slowest-stage cell, CP: or4_1
* Count of library flops with an enable pin at 0
* Worst VDD drop at 43.29 uV
* Final number of setup-violating endpoints at 0
* Total CTS buffers at 5
* Final Util at 0.3499
* Vias/cell at 5.455
* H-tree Lvls at 2
* Worst Max-Slew Pin Slew at 0.9089 ns
* DP HPWL at ~16000 um
* Cell internal pwr at approximately 0.00029 W
* Crit start category: primary input
* Synthesized area at 0.006546 sq mm
* Final GP Congestion at 0.9277
* Fmax at 0.05070 GHz
* Pin count of the biggest net entering global routing at 34
* Max clock buf depth at 2
* Core area at 0.02122 sq mm
* Min Tclk post-route at approximately 20 ns
* Initial antenna violation count at 0
* Tcrit/Tclk final at 0.9348
* Post-CTS Resized at 0
* Vertical die size at roughly 150 um
* Most numerous logic cell after layout: ha_1
* CTS tree: yes
==> critical path: cells and delay by family <==
family	cells	cell delay (ns)
buffers and inverters	4	1.17
multiplexers	4	1.18
AND-OR/OR-AND	32	6.94
AND/OR/NAND/NOR	16	3.57
adder cells (fa/ha/maj)	9	2.78
==> power by group through the flow <==
| stage | logic, W | clock network, W | registers, W |
|---|---|---|---|
| CTS | 0.000370 | 0.0000938 | 0.0000893 |
| global route | 0.000418 | 0.0000968 | 0.0000920 |
| finish | 0.000372 | 0.0000932 | 0.0000902 |
==> worst min-delay path by stage <==
stage / start / endpoint / slack (ns) / cells past startpoint
finish: IR[3] / IR[3] / 0.49 / 2
global route: IR[5] / IR[5] / 0.51 / 2
CTS: IR[3] / IR[3] / 0.49 / 2
==> kinds of logic after synthesis <==
logic type | count (synthesis)
AND/OR/NAND/NOR | 299
multiplexers | 23
flip-flops | 29
buffers and inverters | 117
AND-OR/OR-AND | 234
XOR/XNOR | 46
adder cells (fa/ha/maj) | 130
==> registers in the layout, summed over array words and instances, names as in the netlist <==
name	cells
ACC	10
IR	10
durum	3
PC	6
==> Yosys cell counts, drive strengths merged, types with 3 or more instances <==
cell / n / share of area
ha: 106 / 0.20
o31a: 3 / 0.0040
o21ai: 35 / 0.027
a21boi: 3 / 0.0034
xor2: 15 / 0.020
and3: 4 / 0.0038
xnor2: 30 / 0.040
a211oi: 13 / 0.016
buf: 8 / 0.0065
nor2b: 7 / 0.0067
nand2: 101 / 0.058
nand2b: 11 / 0.011
a221oi: 6 / 0.0099
dfxtp: 29 / 0.089
a31oi: 13 / 0.015
nor4b: 3 / 0.0040
nand4b: 3 / 0.0040
o31ai: 11 / 0.013
a21oi: 59 / 0.045
nor3: 24 / 0.018
o21a: 10 / 0.011
o21bai: 7 / 0.0080
o211ai: 19 / 0.022
clkbuf: 38 / 0.022
inv: 71 / 0.041
nor2: 73 / 0.042
a22oi: 10 / 0.011
nand3: 17 / 0.013
o22ai: 4 / 0.0038
fa: 24 / 0.073
mux2: 13 / 0.024
or3: 9 / 0.0086
mux2i: 10 / 0.015
a21o: 12 / 0.014
or2: 5 / 0.0048
a41oi: 5 / 0.0067
nor4: 5 / 0.0048
or4: 6 / 0.0069
a211o: 3 / 0.0042
and2: 18 / 0.017
==> cell type report <==
cell class                 instances  area, sq um
fill                            2177        13800
multi-input combinational        732         5538
sequential                        29        580.6
timing repair buffer              56        505.5
tap                              275        344.1
inverter                          71        266.5
clock buffer                       5        125.1
clock inverter                     3        65.06
==> stage by stage <==
stage	setup slack [ns]	cells	total power, W	hold slack [ns]
after floorplan	2.717	878	0.0003586	0.4500
after CTS	1.151	1171	0.0005534	0.4938
after global placement	1.139	1163	0.0004596	0.4782
final	1.376	1171	0.0005558	0.4920
after detailed placement	0.8914	1163	0.0004570	0.4845
after global routing	0.02769	1171	0.0006067	0.5116
==> layer usage <==
metal	GRT usage	up-vias
li1	-	3176
met1	0.2755	2922
met2	0.3100	257
met3	0.01615	33
met4	0.04495	0
met5	0	-
Power figures rest on the tool's default switching activity, not on a simulated workload.
